`./run.sh`:
```
#!/bin/bash
# OpenROAD 26Q1-2900-gdf79404cd8, Yosys 0.63+post, stock flow scripts
make -C /OpenROAD-flow-scripts/flow DESIGN_CONFIG=/design/flow/config.mk WORK_HOME=/design/flow/orfs finish
```
`./design.v`:
```
`timescale 1ns / 1ps
module SimpleCPU(clk, rst, data_fromRAM, wrEn, addr_toRAM, data_toRAM, pCounter);
parameter SIZE = 10;
input clk, rst;
input wire [31:0] data_fromRAM;
output reg wrEn;
output reg [SIZE-1:0] addr_toRAM;
output reg [31:0] data_toRAM;
output reg [SIZE-1:0] pCounter;
reg [ 3:0] opcode, opcodeNext;
reg [13:0] operand1, operand2, operand1Next, operand2Next;
reg [SIZE-1:0]   pCounterNext;
reg [31:0] num1, num2, num1Next, num2Next;
reg [ 3:0] state, stateNext;
always @(posedge clk)begin
	state    <= #1 stateNext;
	pCounter <= #1 pCounterNext;
	opcode   <= #1 opcodeNext;
	operand1 <= #1 operand1Next;
	operand2 <= #1 operand2Next;
	num1     <= #1 num1Next;
	num2     <= #1 num2Next;
end
always @*begin
	stateNext    = state;
	pCounterNext = pCounter;
	opcodeNext   = opcode;
	operand1Next = operand1;
	operand2Next = operand2;
	num1Next     = num1;
	num2Next     = num2;
	addr_toRAM   = 0;
	wrEn         = 0;
	data_toRAM   = 0;
if(rst)
	begin
	stateNext    = 0;
	pCounterNext = 0;
	opcodeNext   = 0;
	operand1Next = 0;
	operand2Next = 0;
	num1Next     = 0;
	num2Next     = 0;
	addr_toRAM   = 0;
	wrEn         = 0;
	data_toRAM   = 0;
	end
else 
	case(state)                       
		0: begin											 
			pCounterNext = pCounter;
			opcodeNext   = opcode;
			operand1Next = 0;
			operand2Next = 0;
			addr_toRAM   = pCounter;
			num2Next     = 0;
			wrEn         = 0;
			data_toRAM   = 0;
			stateNext    = 1;
		end 
		1:begin                    
			pCounterNext = pCounter;
			opcodeNext   = {data_fromRAM[28], data_fromRAM[31:29]};
			operand1Next = data_fromRAM[27:14];
			operand2Next = data_fromRAM[13:0];
			addr_toRAM   = operand1Next;
			num1Next     = data_fromRAM;
			wrEn         = 0;
			data_toRAM   = 0;
			if( {data_fromRAM[28], data_fromRAM[31:29]} == 4'b0101 ) 	begin
				stateNext = 5;
				addr_toRAM = data_fromRAM[13:0];
				num1Next = operand1;
			end
			else if( {data_fromRAM[28], data_fromRAM[31:29]} == 4'b1101 ) 	begin
				stateNext = 6;
				addr_toRAM = data_fromRAM[27:14];
				num1Next = operand1;
			end
			else if(data_fromRAM[28] == 0 )  
				stateNext = 2;  
			else 
				stateNext = 3;
		end
		2: begin          
			pCounterNext = pCounter;
			opcodeNext   = opcode;
			operand1Next = operand1;
			operand2Next = operand2;
			addr_toRAM   = operand2;
			num1Next     = data_fromRAM;
			wrEn         = 0;
			data_toRAM   = operand2;
			stateNext = 3;
		end
		3: begin            
			pCounterNext = pCounter + 1;
			opcodeNext = opcode;
			operand1Next = operand1;
			operand2Next = operand2;
			addr_toRAM = operand1;
			num1Next = num1;
			wrEn = 1;
			stateNext = 0;
			case(opcode)                       
				4'b0000: data_toRAM = num1Next + data_fromRAM;  
				4'b1000: data_toRAM = data_fromRAM + operand2;  
				4'b0001: data_toRAM = ~(num1Next & data_fromRAM);  
				4'b1001: data_toRAM = ~(data_fromRAM & operand2);  
				4'b0010: begin 
					if(data_fromRAM < 32)
						data_toRAM = num1 >> data_fromRAM; 
					else
						data_toRAM = num1 << (data_fromRAM - 32); 
				end
				4'b1010: begin 
					if(operand2 < 32)
						data_toRAM = data_fromRAM >> operand2; 
					else
						data_toRAM = data_fromRAM << (operand2 - 32); 
				end
				4'b0011: data_toRAM = num1Next < data_fromRAM;  
				4'b1011: data_toRAM = data_fromRAM < operand2;  
				4'b0100: data_toRAM = data_fromRAM;  
				4'b1100: data_toRAM = operand2;  
				4'b0101: begin 
					data_toRAM = data_fromRAM;
					addr_toRAM = operand1;
					wrEn = 1;
				end
				4'b1101: begin  
					num2Next = data_fromRAM;
					addr_toRAM = num2;
					data_toRAM = data_fromRAM;
					wrEn = 1;
				end
				4'b0110: begin  
					if(data_fromRAM == 0)
						pCounterNext = num1;
					else
						pCounterNext = pCounter + 1;
					wrEn = 0;
				end
				4'b1110: begin
					pCounterNext = data_fromRAM + operand2;  
					wrEn = 0;
				end
				4'b0111: data_toRAM = num1Next * data_fromRAM;  
				4'b1111: data_toRAM = data_fromRAM * operand2;  
			endcase 
		end
		4:begin                    
			pCounterNext = pCounter + 1;
			opcodeNext   = 4'b0100;
			operand1Next = operand1;
			operand2Next = operand2;
			data_toRAM	 = num2;
			wrEn         = 1; 
			stateNext 	 = 0; 
			if(opcode == 4'b0101)
				addr_toRAM   = operand1;
			else if (opcode == 4'b1101)
				addr_toRAM   = num1 ;
		end
		5: begin      
			pCounterNext = pCounter;
			opcodeNext   = opcode;
			operand1Next = operand1;
			operand2Next = operand2;
			addr_toRAM   = data_fromRAM;
			num1Next     = data_fromRAM;
			wrEn         = 0;
			data_toRAM   = operand2;
			stateNext = 3;
		end
		6: begin      
			pCounterNext = pCounter;
			opcodeNext   = opcode;
			operand1Next = operand1;
			operand2Next = operand2;
			addr_toRAM   = data_fromRAM;
			num1Next     = data_fromRAM;
			num2Next     = data_fromRAM;
			wrEn         = 0;
			data_toRAM   = operand2;
			stateNext = 2;
		end
		default: begin
			stateNext    = 0;
			pCounterNext = 0;
			opcodeNext   = 0;
			operand1Next = 0;
			operand2Next = 0;
			num1Next     = 0;
			num2Next     = 0;
			addr_toRAM   = 0;
			wrEn         = 0;
			data_toRAM   = 0;
		end
	endcase
end
endmodule
```
`./constraint.sdc`:
```
current_design SimpleCPU

set clk_period 16.0
set clk_io_pct 0.2

create_clock -name clk0 -period $clk_period [get_ports {clk}]

set non_clock_inputs [all_inputs -no_clocks]
set_input_delay [expr $clk_period * $clk_io_pct] -clock clk0 $non_clock_inputs
set_output_delay [expr $clk_period * $clk_io_pct] -clock clk0 [all_outputs]
```
`./config.mk`:
```
export PLATFORM = sky130hd
export DESIGN_NAME = SimpleCPU
export DESIGN_NICKNAME = SimpleCPU
export VERILOG_FILES = /design/flow/design.v
export SDC_FILE = /design/flow/constraint.sdc
export NUM_CORES = 4
export LEC_CHECK = 1
export CORE_UTILIZATION = 50
```
==> metrics.cfg <==
[yosys]
fa_ha_area_share_pct = 41.3
synthDistinctLibCells = 89
syn_avg_cell_area_um2 = 7.75
top_logic_kind = adder cells
syn-cell-area_um2 = 41400
flop_cell = dfxtp_1
ys_sh_simple_pct = 19.3
synthArstFlopShare_pct = 0
yosys_area_um2 = 41400
muxShareOfSynthArea_pct = 4.86
ys_sh_xor_pct = 3.74
ys_ff = 90
most_common_cell = inv_1
yosys_warnings = 1
ys_seq_share_pct = 4.35
synth-edff-count = 0
topCellsByArea = fa_1, ha_1, inv_1, nand2_1, nor2_1
ys_cells = 5341
yosysTopAreaCellShare_pct = 33.0
ys_sh_aoi_pct = 15.9
netlist_instances = 5341
largest_area_cell = fa_1
synthTopCellsByCount = inv_1, fa_1, nand2_1

[cts]
cts_setup_buffers = 0
clkTransAtPathRegs_ns = 0.07
clk_path_buf_depth = 2
postCtsResizedCells = 0
tritoncts = built
clock_sinks = 90
htreeDepth = 3
holdBufCountCts = 0
cts_buffers = 9
cts_root_buffer = clkbuf_16
insertion_delay_ns = 0.35

[setup_path]
cp.arrival_ns = 12.27
endpoint_kind = output pin
start_kind = input pin
crit_fanout = 13
required_ns = 12.80
critical_path_class = in -> out

[routing]
wl_per_cell_um = 33.5
wirelength_mm = 213
via_per_inst = 6.52
drc = 0
first_iter_violations = 4549
drt_first_pass_iters = 10
dr_total_vias = 41500
drtAntennaViolNets = 0

[placed_design]
dp.cells = 6342
dp_hpwl_mm = 164
placed_area_um2 = 43800
io_buffers = 86
routabilityCongestion = 1.18

[final_timing]
hold_viol_final = 0
finalSetupViolations = 0
relSlewSlack_pct = 23.8
period_used_pct = 96.7
fin_tns_setup_ns = 0
rsz0062_at_grt = no
worst_slew_pin_slew_ns = 1.13
skew_ns = 0.0106
period_needed_ns = 15.47
slew_violations = 0
clock.fmax_mhz = 64.6

[global_routing]
grt_usage_pct = 53.9
antenna_found_initial = 23
grt_pass1_vias = 41500
grt_max_degree = 57
overflow = 0
grt_pass1_wl_mm = 298

[floorplan]
pin_count = 87
die_area_um2 = 84000
floorplan.core_util_pct = 50.5
die_w_um = 290
coreArea_um2 = 82000
die_h_um = 290
core.rowCount = 105

[cells_and_area]
fin_area_um2 = 44100
utilization_pct = 53.9
area_growth_pct = 6.62
drive_gt1_share_pct = 7.05
post_layout_nonfiller_instances = 6374

[pwr]
max-vdd-ir-drop_uv = 64.7
p_per_area_nw_per_um2 = 41.9
leakage_nw = 19.7

[worst_hold_path]
hold_path.class = reg -> reg

[run]
cap_violations = 0
warning_count = 71

[run_status]
outcome = finished, final reports clean

==> final timing paths <==
check                                start                        to  slack, ns  cells after the start
hold / removal        num2[2]$_SDFFE_PP0P_      num2[2]$_SDFFE_PP0P_       0.45                      2
setup reg to reg  operand2[4]$_SDFFE_PP0N_  pCounter[8]$_SDFFE_PP0N_      11.73                     14
setup / recovery           data_fromRAM[4]            data_toRAM[24]       0.53                     28
hold reg to reg       num2[2]$_SDFFE_PP0P_      num2[2]$_SDFFE_PP0P_       0.45                      2
==> sequential cells by signal, summed over array words and instances, names as in the netlist <==
name,count
num1,32
num2,10
opcode,4
operand1,14
operand2,14
pCounter,10
state,6
==> routing by layer <==
layer | up-vias | share of wire, % | track usage, %
li1 | 17300 | - | -
met4 | 24 | 8.2 | 34.1
met5 | - | 0.16 | 1.14
met3 | 834 | 16 | 30.9
met2 | 3053 | 41 | 73.0
met1 | 20300 | 35 | 66.8
==> worst max-delay path, cell delays in order <==
cell             delay [ns]
buf_2                  0.16
inv_1                  0.52
nor2_1                 0.11
fa_1                   0.50
inv_1                  0.05
fa_1                   0.46
fa_1                   0.51
inv_1                  0.06
fa_1                   0.54
ha_1                   0.23
ha_1                   0.27
inv_1                  0.04
fa_1                   0.48
inv_1                  0.05
fa_1                   0.47
ha_1                   0.26
nor4_1                 0.18
o21ai_0                0.19
a2111o_1               0.44
a31oi_1                0.42
o21ai_0                0.34
a311o_1                0.47
nand2_1                0.12
nand3_1                0.08
a21oi_1                0.43
a211oi_1               0.09
a221oi_1               0.93
clkdlybuf4s50_1        0.64
==> cell type report <==
type / count / area [µm²]
Fill cell: 7800 / 37800
Multi-Input combinational cell: 4107 / 35300
Inverter: 760 / 2850
Timing Repair Buffer: 315 / 2520
Sequential cell: 90 / 1810
Tap cell: 1070 / 1340
Clock buffer: 9 / 225
Clock inverter: 7 / 73.8
Antenna cell: 16 / 40.0
==> cells in the final DEF (no fill, tap or decap), drive strengths merged, types with 44 or more instances in the layout <==
cell and n:
mux2i 104, xnor2 140, fa 682, a221oi 54, a211oi 72, and2 146
nand2 675, clkdlybuf4s50 66, ha 277, dfxtp 90, nand3 91, o21ai 206
nand2b 44, inv 742, nor3 71, buf 249, a21oi 268, nor2 631
==> report_power, final <==
part	total [W]	internal (W)	leakage [nW]	switching (W)
logic	0.00139	0.000452	18.8	0.000937
clock network	0.000218	0.000122	0.147	0.0000959
registers	0.000241	0.000231	0.733	0.0000103
==> per-stage QoR <==
stage | worst slack (ns) | total power (W) | hold slack [ns]
2_1_floorplan | 1.94 | 0.00106 | 0.429
3_3_place_gp | 0.859 | 0.00156 | 0.437
3_5_place_dp | 0.922 | 0.00156 | 0.444
4_1_cts | 0.862 | 0.00179 | 0.452
5_1_grt | 0.462 | 0.00194 | 0.473
6_report | 0.529 | 0.00185 | 0.452
==> cell families after synthesis <==
group           Yosys count
flops                    90
fa+ha+maj               959
compound gates          996
xor+xnor                177
simple gates           1814
buf+inv                1144
mux                     161
No activity file was given, so power comes from the tool's default toggle rates.
