$ cat ./run.sh
#!/bin/bash
# OpenROAD 26Q1-2900-gdf79404cd8, Yosys 0.63+post, stock flow scripts
make -C /OpenROAD-flow-scripts/flow DESIGN_CONFIG=/design/flow/config.mk WORK_HOME=/design/flow/orfs finish
$ cat ./config.mk
export PLATFORM = sky130hd
export DESIGN_NAME = LedCPUwithROM
export DESIGN_NICKNAME = LedCPUwithROM
export VERILOG_FILES = /design/flow/design.v
export SDC_FILE = /design/flow/constraint.sdc
export NUM_CORES = 4
export LEC_CHECK = 1
export CORE_UTILIZATION = 40
$ cat ./constraint.sdc
current_design LedCPUwithROM

set clk_period 5.9
set clk_io_pct 0.2

create_clock -name clk0 -period $clk_period [get_ports {clk}]

set non_clock_inputs [all_inputs -no_clocks]
set_input_delay [expr $clk_period * $clk_io_pct] -clock clk0 $non_clock_inputs
set_output_delay [expr $clk_period * $clk_io_pct] -clock clk0 [all_outputs]
$ cat ./design.v
`timescale 1ns / 1ps
module Delay(rst, mclk, out);
input mclk;
input rst;
output out;
parameter FREQ_DELAY = 50_000_000/16;
parameter CNT_WDTH = 30;  
reg [CNT_WDTH-1:0] timer,timerNext;
always@(posedge mclk) begin
	timer <= timerNext;
end
always@(*) begin
	if(rst) begin
		timerNext = 0;
	end else if(timer == FREQ_DELAY)begin
		timerNext = 0;
	end else begin
		timerNext = timer + 1;
	end
end
assign out = (timer==0);
endmodule
module LedCPUcore(
	clk,
	rst,
	addrRd,
	dataRd,
	outPattern
    );
input clk,rst;
output reg [7:0] addrRd;
input [15:0] dataRd;
output reg [7:0] outPattern; 
parameter FREQ_DELAY = 50_000_000/16;
Delay #(FREQ_DELAY) dly(.rst(rst), .mclk(clk), .out(enable)); 
reg [7:0] addrRdNext;
reg state, stateNext;
reg [7:0] outPatternNext;
reg [7:0] processTime, processTimeNext;
always@(posedge clk) begin
	addrRd <= addrRdNext;
	state <= stateNext;
	outPattern <= outPatternNext;
	processTime <= processTimeNext;
end
always@(*)begin
	outPatternNext = outPattern;
	processTimeNext = processTime;
	stateNext = state;
	addrRdNext = addrRd;
	if(rst)begin
		addrRdNext = 0;
		stateNext = 0;
		outPatternNext = 0;
		processTimeNext = 0;
	end
	else begin
		if(dataRd[7:0] == 0)	begin		
			 addrRdNext = dataRd[15:8];
			end
			else begin
				outPatternNext = dataRd[15:8];
			if(enable) begin
				processTimeNext=processTimeNext+1;  
				if(processTime==dataRd[7:0]) begin
					addrRdNext = addrRd+1;
					processTimeNext = 0;
				end
			end
		end
	end
end
endmodule
`timescale 1ns / 1ps
module LedCPUwithROM(clk, rst, outPattern);
input clk, rst;
output [7:0] outPattern;
parameter FREQ_MCLK = 50_000_000;
parameter FREQ_DELAY = FREQ_MCLK/16;
wire [ 7:0]addrRd;
wire [15:0]dataRd;
LedCPUcore #(FREQ_DELAY) LedCPUcore(.clk(clk), .rst(rst), .addrRd(addrRd), .dataRd(dataRd), .outPattern(outPattern));
ROM ROM(.addrRd(addrRd), .dataRd(dataRd));
endmodule
`timescale 1ns / 1ps
module ROM(addrRd, dataRd);
input [7:0] addrRd;
output reg [15:0] dataRd;
always @(*) 
    begin
        case(addrRd)
            8'h00   : dataRd = 16'b11111000_00001000;
            8'h01   : dataRd = 16'b01111100_00011000;
            8'h02   : dataRd = 16'b00111110_00001000;
            8'h03   : dataRd = 16'b00011110_00011000;
            8'h04   : dataRd = 16'b00001110_00001000;
            8'h05   : dataRd = 16'b00000110_00011000;
            8'h06   : dataRd = 16'b00001011_00000000;
            8'h07   : dataRd = 16'b00000001_00100000;
            8'h08   : dataRd = 16'b00000010_00001000;
            8'h09   : dataRd = 16'b00000100_00001000;
            8'h0A   : dataRd = 16'b00001000_00001000;
            8'h0B   : dataRd = 16'b00011000_00000100;
            8'h0C   : dataRd = 16'b00111100_00000100;
            8'h0D   : dataRd = 16'b01111110_00000100;
            8'h0E   : dataRd = 16'b11111111_00000100;
            8'h0F   : dataRd = 16'b00000111_00000000;
            default : dataRd = 16'b00000000_00000000;
        endcase
    end
endmodule
==> qor.csv <==
stage;metric;value;unit
setup_path;Worst EP arrival;3.44;ns
detailed_routing;WL final;5.80;mm
setup_path;flop-to-flop setup slack;2.69;ns
layout;Reg area;1320;µm²
cts;Max H-tree Level;3;
yosys;library cells used by synthesis;41;
cts;Worst-Skew Late Latency;0.34;ns
timing;final setup vio count;0;
layout;Layout area overhead;13.4;%
layout;Final Non-Filler Cells;473;
floorplan;die width;89.4;µm
pwr;Peak VDD IR;0.193;mV
detailed_routing;Pre-Repair DR Iteration Count;5;
yosys;YS warnings;4;
placed_design;GP Congestion;0.827;
yosys;post-synthesis cell count;357;
cts;Clock Pin Slew Worst Setup and Hold Paths;0.07;ns
timing;Final Hold Viols;0;
setup_path;CP required;6.12;ns
cts;post-CTS setup buffer count;0;
floorplan;Core Area;7330;µm²
layout;Commonest Layout Cell;dfxtp_1;
job;OpenROAD warnings;32;
cts;post-CTS sizing;0;
status;status;complete, no violations;
pwr;P per Cell Area;464;nW/µm²
grt;Overflow after GRT;0;
yosys;Post-synth EDFFs;0;
yosys;ys cells;357;
layout;Non-Filler Cell Area, Final;3470;µm²
placed_design;Post-DP HPWL;4.05;mm
cts;CTS Root Cell;clkbuf_8;
floorplan;row count;31;
floorplan;FP Util;41.7;%
detailed_routing;vias per inst;5.05;
cts;CTS tree;done;
detailed_routing;Antenna Cells;0;
yosys;Async SR Flop Fraction;0;%
timing;Clock Skews;0.00673;ns
detailed_routing;antenna-violating nets left;0;
grt;initial antenna violation count;0;
floorplan;Die Span Y;89.4;µm
placed_design;Cell Area, Placed;3250;µm²
cts;Num CTS Buffers;9;
min_path;Tightest Hold Check Type;flop to flop;
floorplan;Die ar.;8000;µm²
setup_path;critical path peak fanout;6;
cts;Clock Sinks;66;
setup_path;nature of the critical path endpoint;flop;
grt;first-pass GRT wire length;9.76;mm
layout;layout cells sized above 1;7.75;%
setup_path;CP Launch Type;flop;
timing;relative slew slack;46.5;%
timing;final setup TNS;0;ns
min_path;min-delay src;LedCPUcore.outPattern[7]$_SDFFE_PP0N_;
timing;Slew Limit Fails;0;
cts;cts hold-fix bufs;0;
min_path;Hold Path Cell Cnt;2;
placed_design;PortBufs;9;
grt;Total GRT Usage;16.2;%
layout;most numerous logic cells after layout;dfxtp_1 (66), nor2_1 (45), nand2_1 (33), nand3_1 (30), xor2_1 (25);
grt;largest net degree at the start of global routing;31;
timing;RSZ-0062 raised after global routing;no;
timing;max frequency;311;MHz
yosys;Top cell area share;43.2;%
detailed_routing;Vias;2390;
detailed_routing;Iter 0 DRT Violations;107;
placed_design;DP Cell Count;457;
detailed_routing;DRC viols;0;
setup_path;Setup Crit Path Kind;flop to flop;
min_path;Hold EP;LedCPUcore.outPattern[7]$_SDFFE_PP0N_;
layout;Gate Area;1640;µm²
layout;fillers;686;
yosys;Flops after synth;66;
setup_path;R2R depth;10;
detailed_routing;WL/cell;12.3;µm
timing;fin crit period;3.21;ns
yosys;Yosys Chip Area;3060;µm²
yosys;Mapped Avg Cell Area;8.57;µm²
timing;Worst-Margin Slew;0.801;ns
yosys;synthesized cell area;3060;µm²
job;max-cap viol count;0;
yosys;top_reg_cell synth;dfxtp_1;
yosys;area leader, netlist;dfxtp_1;
yosys;Largest cells by area;dfxtp_1 (43%), xor2_1 (7.2%), nor2_1 (5.5%);
yosys;Seq share, synth;43.2;%
pwr;Pleak;1.33;nW
setup_path;worst flop-to-flop path startpoint;LedCPUcore.dly.timer[25]$_SDFF_PP0_;
grt;vias in the first global route;2041;
timing;hold_ws;0.452;ns
timing;period utilization;54.4;%
cts;Bufs on Longest Clock Path;2;
floorplan;I/O Pins;10;
Yosys cell counts, types with 8 or more instances:
master / n
nor4_1: 8
a21oi_1: 20
xnor2_1: 11
nor3_1: 8
inv_1: 10
dfxtp_1: 66
nor2_1: 45
nand2_1: 33
clkbuf_1: 8
and3_1: 8
xor2_1: 25
nand4_1: 14
nand3_1: 30
ha_1: 11
final cells by class:
cell class	count	area share, %
flip-flops and latches	66	38.1
clock buffers	10	3.68
inverters	13	1.41
well taps	99	3.57
clock inverters	6	2.60
multi-input cells	267	47.4
repair buffers	12	3.25
per-layer routing:
metal | share of wire [%] | GRT usage [%]
met5 | 0 | 0
met4 | 0.97 | 1.59
met3 | 3.8 | 4.12
met2 | 45 | 24.2
met1 | 51 | 25.0
critical path: stages (launching register included):
cell,delay [ns]
dfxtp_1,0.35
nor4_1,0.42
nand2_1,0.17
nor4_1,0.47
and4_4,0.32
mux2i_1,0.12
a211oi_2,0.43
ha_1,0.33
inv_1,0.07
and2_1,0.14
o31a_1,0.27
how the worst max path moves through the flow:
stage                                    from  endpoint  depth (start not counted)
5_1_grt    LedCPUcore.dly.timer[5]$_SDFF_PP0_      flop                         10
6_report  LedCPUcore.dly.timer[25]$_SDFF_PP0_      flop                         10
4_1_cts    LedCPUcore.dly.timer[6]$_SDFF_PP0_      flop                         10
report_power, final:
part           total (mW)  switching (mW)  internal, mW
sequential          0.580          0.0496         0.530
clock               0.410           0.171         0.239
combinational       0.619           0.369         0.250
stage by stage:
stage	worst slack, ns	power (mW)	util (%)
2_1_floorplan	3.16	1.04	-
3_3_place_gp	2.49	1.21	44.3
3_5_place_dp	2.45	1.21	44.3
4_1_cts	2.71	1.63	47.3
5_1_grt	2.45	1.73	47.3
6_report	2.69	1.61	47.3
kinds of logic after synthesis:
kind of cell / after synthesis / synth area share [%]
simple gates: 171 / 27.8
compound gates: 45 / 9.82
buf+inv: 24 / 3.07
mux: 4 / 1.31
xor+xnor: 36 / 10.3
fa+ha+maj: 11 / 4.50
flops: 66 / 43.2
Power is estimated from default activity; no workload was simulated.
